$ cat flow/config.mk
export PLATFORM = sky130hd
export DESIGN_NAME = rfid_axi
export DESIGN_NICKNAME = rfid_axi
export VERILOG_FILES = /design/flow/design.v
export SDC_FILE = /design/flow/constraint.sdc
export NUM_CORES = 4
export LEC_CHECK = 1
export CORE_UTILIZATION = 30
export SYNTH_HDL_FRONTEND = slang
$ cat flow/constraint.sdc
current_design rfid_axi

set clk_period 2.7
set clk_io_pct 0.2

create_clock -name clk0 -period $clk_period [get_ports {clk_in_13_56}]
create_clock -name clk1 -period $clk_period [get_ports {m00_axis_aclk}]

set non_clock_inputs [all_inputs -no_clocks]
set_input_delay [expr $clk_period * $clk_io_pct] -clock clk0 $non_clock_inputs
set_output_delay [expr $clk_period * $clk_io_pct] -clock clk0 [all_outputs]
$ cat flow/design.v
module clean_wave #
  (
    parameter integer BIT_THRESHOLD = 5000
  )
  (
    input wire clk_in,
    input wire rst_in,
    input logic signed [31:0] data_in,
    input wire period_trigger_in,
    output logic bit_out
  );
  logic period_trigger_in_prev;
  logic [31:0] rectified_data;
  assign rectified_data = data_in[31] ? -data_in : data_in;
  logic [63:0] sum;
  logic [31:0] count;
  always_ff @(posedge clk_in) begin
    if (rst_in) begin
      sum <= 0;
      count <= 0;
      bit_out <= 0;
      period_trigger_in_prev <= 0;
    end else begin
      if (period_trigger_in == 1 && period_trigger_in_prev == 0) begin
        bit_out <= (sum / count) > BIT_THRESHOLD;
        sum <= 0;
        count <= 0;
        period_trigger_in_prev <= period_trigger_in;
      end else begin
        sum <= sum + rectified_data;
        count <= count + 1;
        period_trigger_in_prev <= period_trigger_in;
      end
    end
  end
endmodule
module clk_div128 (
    input wire clk_in,
    input wire rst_in,
    output logic clk_out
);
logic [7:0] count;
always_ff @(posedge clk_in) begin
    if (rst_in) begin
        count <= 0;
        clk_out <= 0;
    end else begin
      if (count == 63) begin
         count <= 0;
         if (clk_out == 0) clk_out <= 1;
         else clk_out <= 0;
      end else begin
        count <= count + 1;
      end
    end
end
endmodule
module clk_div4 (
    input wire clk_in,
    input wire rst_in,
    output logic clk_out
);
logic count;
always_ff @(posedge clk_in) begin
    if (rst_in) begin
        count <= 0;
        clk_out <= 0;
    end else begin
      if (count == 1) begin
         count <= 0;
         if (clk_out == 0) clk_out <= 1;
         else clk_out <= 0;
      end else begin
        if (count == 1) count <= 0;
        else count <= 1;
      end
    end
end
endmodule
module pcd_in 
  (
    input wire sys_clk,  
    input wire clk_in,  
    input wire rst_in,  
    input wire data_in,  
    output logic data_out,  
    output logic valid_out
  );
  logic [3:0] eighth_frame_count;
  logic [39:0] curr_index;
  logic prev_num;
  logic parity_bit;
  logic [3:0] last_four;
  logic valid_data;
  enum {IDLE, RECEIVING_DATA, RECEIVING_PARITY } state;
  always_ff @(posedge sys_clk) begin
    if (rst_in) begin
      state <= IDLE;
      data_out <= 0;
      eighth_frame_count <= 0;
      prev_num <= 0;
      curr_index <= 0;
      parity_bit <= 0;
      last_four <= 4'b0000;
      valid_out <= 0;
    end
  end
  always_ff @(posedge clk_in) begin
    if (rst_in) begin
    end else begin
      case (state)
        IDLE: begin
          if (eighth_frame_count%4 == 1) begin
            last_four[0] <= data_in;
            last_four[1] <= last_four[0];
            last_four[2] <= last_four[1];
            last_four[3] <= last_four[2];
          end
          if (last_four == 4'b1101) begin
            data_out <= 1;
            valid_out <= 1;
            state <= RECEIVING_DATA;
            eighth_frame_count <= 0;
          end else begin
            valid_out <= 0;
          end
          eighth_frame_count <= eighth_frame_count + 1;
        end
        RECEIVING_DATA: begin
          if (eighth_frame_count%4 == 1) begin
            last_four[0] <= data_in;
            last_four[1] <= last_four[0];
            last_four[2] <= last_four[1];
            last_four[3] <= last_four[2];
          end
          if (eighth_frame_count == 15) begin
            if (last_four == 4'b1101) begin
              data_out <= 1;
              valid_out <= 1;
            end else if (last_four == 4'b1111 || last_four == 4'b0111) begin
              data_out <= 0;
              valid_out <= 1;
            end
          end
          else begin
            valid_out <= 0;
          end
          eighth_frame_count <= eighth_frame_count + 1;
        end
      endcase
    end
  end
endmodule
module picc_to_pcd 
  (
    input wire sys_clk,  
    input wire clk_in,  
    input wire rst_in,  
    input logic [39:0] data_in,  
    input logic [2:0] num_bytes_in,
    input wire trigger_in,
    output logic busy_out,
    output logic done_out,
    output logic signed [31:0] amp_out
  );
  logic [15:0] sine_out;
  logic [1:0] fourth_frame_count;
  logic [39:0] real_data;
  logic [39:0] curr_index;
  logic prev_num;
  logic parity_bit;
  logic [39:0] max_index;
  enum {IDLE, STARTING, ENDING, SENDING_PARITY, SENDING_1, SENDING_0} state;
  always_ff @(posedge clk_in) begin
    if (rst_in) begin
      amp_out <= 0;
      busy_out <= 0;
      state <= IDLE;
      fourth_frame_count <= 0;
      prev_num <= 0;
      curr_index <= 0;
      parity_bit <= 0;
      done_out <= 0;
    end else begin
      case (state)
        IDLE: begin
          busy_out <= 0;
          done_out <= 0;
          if (trigger_in) begin
            state <= STARTING;  
            real_data <= data_in;
            max_index <= 8 * num_bytes_in - 1;
            curr_index <= 0;
            prev_num <= 0;
            amp_out <= 0;
            busy_out <= 1;
            parity_bit <= 0;
            fourth_frame_count <= 0;
          end
        end
        STARTING: begin  
          fourth_frame_count <= fourth_frame_count + 1;
          prev_num <= 1;
          if (fourth_frame_count == 3) begin
            if (real_data[curr_index] == 0) begin
              state <= SENDING_0;
            end else begin
              state <= SENDING_1;
            end
          end
          if (fourth_frame_count == 2) begin  
            amp_out <= 0;
          end else begin
            amp_out <= 1;
          end
        end
        SENDING_1: begin  
          fourth_frame_count <= fourth_frame_count + 1;
          if (fourth_frame_count == 2) begin  
            amp_out <= 0;
          end else begin
            amp_out <= 1;
          end
          if (fourth_frame_count == 3) begin
            fourth_frame_count <= 0;
            prev_num <= 1;
            parity_bit <= parity_bit ^ 1;
            if ((curr_index == 7) | (curr_index == 15) | (curr_index == 23) | (curr_index == 31) | (curr_index == 39)) begin
              state <= SENDING_PARITY;
            end else begin
              curr_index <= curr_index + 1;
              if (real_data[curr_index + 1] == 1) begin
                state <= SENDING_1;
              end else begin 
                state <=  SENDING_0;
              end
            end
          end
        end        
        SENDING_0: begin  
          fourth_frame_count <= fourth_frame_count + 1;
          if (prev_num == 1) begin  
            amp_out <= 1;
          end else begin  
            if (fourth_frame_count == 0) begin
              amp_out <= 0;
            end else begin
              amp_out <= 1;
            end
          end
          if (fourth_frame_count == 3) begin
            fourth_frame_count <= 0;
            prev_num <= 0;
            parity_bit <= parity_bit ^ 0;
            if ((curr_index == 7) | (curr_index == 15) | (curr_index == 23) | (curr_index == 31) | (curr_index == 39)) begin
              state <= SENDING_PARITY;
            end else begin
              curr_index <= curr_index + 1;
              if (real_data[curr_index + 1] == 1) begin
                state <= SENDING_1;
              end else begin 
                state <=  SENDING_0;
              end
            end
          end
        end
        SENDING_PARITY: begin  
          fourth_frame_count <= fourth_frame_count + 1;
          if (parity_bit == 1) begin  
            if (fourth_frame_count == 2) begin  
              amp_out <= 0;
            end else begin
              amp_out <= 1;
            end
          end else begin  
            if (prev_num == 1) begin  
              amp_out <= 1;
            end else begin  
              if (fourth_frame_count == 0) begin
                amp_out <= 0;
              end else begin
                amp_out <= 1;
              end
            end
          end
          if (fourth_frame_count == 3) begin
            prev_num <= parity_bit;
            if (curr_index == max_index) begin  
              fourth_frame_count <= fourth_frame_count + 1;
              state <= ENDING;
              done_out <= 1;
            end else begin  
              curr_index <= curr_index + 1;
              fourth_frame_count <= 0;
              if (real_data[curr_index + 1] == 1) begin
                  state <= SENDING_1;
              end else begin 
                  state <=  SENDING_0;
              end
            end
          end
        end
        ENDING: begin  
          state <= IDLE;
          busy_out <= 0; 
          done_out <= 0;
        end
      endcase
    end
  end
endmodule
module rfid_axi #
  (
    parameter integer C_M00_AXIS_TDATA_WIDTH	= 32
  )
  (
    input wire  m00_axis_aclk, m00_axis_aresetn,  
    input wire  m00_axis_tready,
    output logic  m00_axis_tvalid, m00_axis_tlast,
    output logic [C_M00_AXIS_TDATA_WIDTH-1 : 0] m00_axis_tdata,
    output logic [(C_M00_AXIS_TDATA_WIDTH/8)-1: 0] m00_axis_tstrb,
    input wire clk_in_13_56  
  );
  logic clk_in;
  logic rst_in;
  logic clk13_56_div_128;
  assign clk_in = m00_axis_aclk;
  clk_div128 div128
    (
        .clk_in(clk_in_13_56),
        .rst_in(rst_in),
        .clk_out(clk13_56_div_128)
    );
  logic clk_in_picc;
  clk_div4 div4 
    (
        .clk_in(clk13_56_div_128),
        .rst_in(rst_in),
        .clk_out(clk_in_picc)
    );
  logic m00_axis_tvalid_reg, m00_axis_tlast_reg;
  logic [C_M00_AXIS_TDATA_WIDTH-1 : 0] m00_axis_tdata_reg;
  logic [(C_M00_AXIS_TDATA_WIDTH/8)-1: 0] m00_axis_tstrb_reg;
  assign m00_axis_tvalid = m00_axis_tvalid_reg;
  assign m00_axis_tlast = m00_axis_tlast_reg;
  assign m00_axis_tdata = m00_axis_tdata_reg;
  assign m00_axis_tstrb = m00_axis_tstrb_reg;
  assign rst_in = (m00_axis_aresetn == 0);
  logic [39:0] picc_data_in;
  logic [2:0] picc_num_bytes_in;
  logic picc_trigger_in;
  logic picc_busy_out;
  logic picc_amp_out;
  logic signed [15:0] sine_out;
  logic signed [31:0] amp_out;
  assign amp_out = $signed($signed(picc_amp_out) * sine_out);  
  logic done_out;
  picc_to_pcd picc
    (
      .sys_clk(clk_in),
      .clk_in(clk_in_picc),
      .rst_in(rst_in),
      .data_in(picc_data_in),
      .num_bytes_in(picc_num_bytes_in),
      .trigger_in(picc_trigger_in),
      .busy_out(picc_busy_out),
      .amp_out(picc_amp_out),
      .done_out(done_out)
    );
  sine_generator sine_gen
    (
      .clk_in(clk_in),
      .rst_in(rst_in),
      .step_in(1),
      .amp_out(sine_out)
    );
  logic clean_out;
  clean_wave clean_wave_inst
    (
      .clk_in(clk_in),
      .rst_in(rst_in),
      .data_in(amp_out),
      .period_trigger_in(clk_in_picc),
      .bit_out(clean_out)
    );
  logic pcd_input_data;
  logic pcd_input_valid;
  pcd_in pcd_input
    (
      .sys_clk(clk_in),
      .clk_in(clk13_56_div_128),
      .rst_in(rst_in),
      .data_in(clean_out),
      .data_out(pcd_input_data),
      .valid_out(pcd_input_valid)
    );
  always_ff @(posedge clk_in) begin
    if (rst_in) begin
      picc_trigger_in <= 0;
    end else begin
      if (1'b1) begin
        picc_data_in <= 32'h24_90_67_35;
        picc_num_bytes_in <= 4;
        picc_trigger_in <= 1;
      end else begin
        picc_trigger_in <= 0;
      end
    end
  end
  always_ff @(posedge m00_axis_aclk) begin
    if (m00_axis_aresetn==0)begin
      m00_axis_tvalid_reg <= 0;
      m00_axis_tlast_reg <= 0;
      m00_axis_tdata_reg <= 0;
      m00_axis_tstrb_reg <= 0;
    end else begin
      if (m00_axis_tready) begin 
        m00_axis_tvalid_reg <= 1;
        m00_axis_tlast_reg <= 1;
        m00_axis_tdata_reg <= amp_out;
        m00_axis_tstrb_reg <= 16'hFFFF;
      end
    end
  end
endmodule
`default_nettype none  
module sine_generator #
(
  parameter integer STEP_FREQ = 147_465_000,  
  parameter integer FREQUENCY = 13_560_000,  
  parameter integer PHASE = 90  
)
(
  input wire clk_in,
  input wire rst_in,  
  input wire step_in,  
  output logic signed [15:0] amp_out);  
  localparam CLKS_PER_CYCLE = STEP_FREQ/FREQUENCY;  
  localparam PHASE_INCR = int'(64'hFFFF_FFFF*FREQUENCY/STEP_FREQ);
  localparam PHASE_OFFSET = int'(1.0*PHASE/360*32'hFFFF_FFFF);
  logic [31:0] phase;
  logic [31:0] lu_phase;
  logic [15:0] amp;
  logic [15:0] amp_pre;
  assign amp_pre = ({~amp[15],amp[14:0]});  
  assign amp_out = amp_pre;  
  sine_lut lut_1(.clk_in(clk_in), .rst_in(rst_in), .phase_in(lu_phase[31:26]), .amp_out(amp));
  always_ff @(posedge clk_in)begin
    lu_phase <= phase + PHASE_OFFSET;
    if (rst_in)begin
      phase <= 32'b0;
    end else if (step_in)begin
      phase <= phase+PHASE_INCR;
    end
  end
endmodule
module sine_lut(input wire [5:0] phase_in, input wire clk_in, input wire rst_in, output logic[15:0] amp_out);
  always_ff @(posedge clk_in)begin
    if (rst_in)begin
      amp_out <= 0;
    end else begin
      case(phase_in)
       6'd0: amp_out<=32768;
       6'd1: amp_out<=35979;
       6'd2: amp_out<=39160;
       6'd3: amp_out<=42279;
       6'd4: amp_out<=45307;
       6'd5: amp_out<=48214;
       6'd6: amp_out<=50972;
       6'd7: amp_out<=53555;
       6'd8: amp_out<=55938;
       6'd9: amp_out<=58097;
       6'd10: amp_out<=60013;
       6'd11: amp_out<=61666;
       6'd12: amp_out<=63041;
       6'd13: amp_out<=64124;
       6'd14: amp_out<=64905;
       6'd15: amp_out<=65377;
       6'd16: amp_out<=65535;
       6'd17: amp_out<=65377;
       6'd18: amp_out<=64905;
       6'd19: amp_out<=64124;
       6'd20: amp_out<=63041;
       6'd21: amp_out<=61666;
       6'd22: amp_out<=60013;
       6'd23: amp_out<=58097;
       6'd24: amp_out<=55938;
       6'd25: amp_out<=53555;
       6'd26: amp_out<=50972;
       6'd27: amp_out<=48214;
       6'd28: amp_out<=45307;
       6'd29: amp_out<=42279;
       6'd30: amp_out<=39160;
       6'd31: amp_out<=35979;
       6'd32: amp_out<=32768;
       6'd33: amp_out<=29556;
       6'd34: amp_out<=26375;
       6'd35: amp_out<=23256;
       6'd36: amp_out<=20228;
       6'd37: amp_out<=17321;
       6'd38: amp_out<=14563;
       6'd39: amp_out<=11980;
       6'd40: amp_out<=9597;
       6'd41: amp_out<=7438;
       6'd42: amp_out<=5522;
       6'd43: amp_out<=3869;
       6'd44: amp_out<=2494;
       6'd45: amp_out<=1411;
       6'd46: amp_out<=630;
       6'd47: amp_out<=158;
       6'd48: amp_out<=0;
       6'd49: amp_out<=158;
       6'd50: amp_out<=630;
       6'd51: amp_out<=1411;
       6'd52: amp_out<=2494;
       6'd53: amp_out<=3869;
       6'd54: amp_out<=5522;
       6'd55: amp_out<=7438;
       6'd56: amp_out<=9597;
       6'd57: amp_out<=11980;
       6'd58: amp_out<=14563;
       6'd59: amp_out<=17321;
       6'd60: amp_out<=20228;
       6'd61: amp_out<=23256;
       6'd62: amp_out<=26375;
       6'd63: amp_out<=29556;
     endcase
   end
  end
endmodule
`default_nettype wire
$ cat flow/run.sh
#!/bin/bash
# OpenROAD 26Q1-2900-gdf79404cd8, Yosys 0.63+post, stock flow scripts
make -C /OpenROAD-flow-scripts/flow DESIGN_CONFIG=/design/flow/config.mk WORK_HOME=/design/flow/orfs finish
==> job_summary.md <==
## Synthesis and layout report

| Metric | Value |
|---|---|
| Status | finished, final reports clean |
| Iter 0 DRT Violations | 584 |
| DR vias/cell | ~5.2 |
| CP endpoint kind | flip-flop |
| GR Overflow Total | 0 |
| Register pins left without a clock | 54 |
| Chip width | 167 microns |
| Worst r2r src | sine_gen.lu_phase[27] |
| VDD IR max | 0.400 mV |
| Yosys Chip Area | 8190 sq um |
| Seq share, synth | 33.0% |
| Die Span Y | between 150 and 200 microns |
| Buf+Inv Stages, Crit Path | 1 |
| Vias | 7111 |
| Final hold vios | 0 |
| Register bit total from synthesis | 135 |
| Logic area | 4910 sq um |
| Commonest cells post-synth | nor2_1 (150), dfxtp_1 (135), nand2_1 (83) |
| Worst-path clk slew | 0.06 ns |
| Yosys cell types | 77 |
| Hold Slack | 0.351 ns |
| Largest net degree at the start of global routing | 58 |
| Pwr Total | 5.70 mW |
| Fp util | 30.5% |
| Critical path's top delay family | simple AND/OR/NAND/NOR gates |
| Flip-flops with a built-in enable | 0 |
| Port bufs | 40 |
| Biggest area cells | dfxtp_1 (33%), nor2_1 (6.9%), xor2_1 (4.4%) |
| First-pass GRT wire length | 33500 microns |
| Yosys warning count | 0 |
| Clock Skews | about 0.011 ns |
| Slew HR | 47.5% |
| WL per Instance | 14.4 microns |
| Core area | 26900 sq um |
| Tool Warnings | 39 |
| Synth area leader | dfxtp_1 |
| Async S/R FF share, synth | 0% |
| Total wire length | 19800 microns |
| Row Count | 60 |
| Dominant cell by count in the synthesized netlist | nor2_1 |
| Ant. Diodes | 0 |
| Critical path fanouts, max | 14 |
| Synthesized area per cell | between 7 and 8 sq um |
| Leakage | 3.27 nW |
| Hold Path Class | reg2reg |
| Critical path arrival | 2.58 ns |
| I/O pin count | roughly 42 |
| PD cells | 624 nW/um^2 |
| Top reg by flops | picc.curr_index |
| Area share, top type | 33.0% |
| WP data required | 2.98 ns |
| CTS tree | yes |
| TritonRoute pass-1 iters | 7 |
| Endpoints left unconstrained | ~54 |
| RSZ-0062 raised after global routing | no |
| Yosys Instances | 1045 |
| DRC | 0 |
| Register area | between 2000 and 3000 sq um |
| Largest stage delay, worst path | 0.54 ns |
| Total of max-cap violations | 0 |
| Max FFs per register | 40 |
| Final Instance Count excl. Fillers | 1375 |
| Post-CTS setup buffers | 0 |
| Vias in the first global route | 6615 |
| Filler cell count in the final layout | 2765 |
| Setup TNS | 0 ns |
| Crit path cell chain | inv_1 -> ha_1 -> nor2_1 -> or3_1 -> a21oi_1 -> a21oi_1 -> nor2_1 -> a21oi_1 -> nor2_1 |
| Worst-Margin Slew | about 0.8 ns |
| # hold bufs at CTS | 0 |
| Post-Syn Area | 8190 sq um |
| Startpoint types | flip-flop |
| Crit path kind | reg2reg |
| Final Max Slew Viols | 0 |
| Top Registers | picc.curr_index: 40 flops, sine_gen.phase: 32 flops |
| CP max-delay cell | ha_1 |
| Crit path from | sine_gen.lu_phase[27] |
| Final GP Congestion | 0.921 |
| Share of layout cells above drive strength 1 | 6.58% |
| Final ANT Viol Nets | 0 |
| Die area | 28000 sq um |
| Hold_sp | sine_gen.phase[26] |
| Placed insts | 1355 |
| Area Growth Syn to Fin | 11.6% |
| GRT Total Usage | between 10% and 20% |
| DP HPWL | 13800 microns |
| Final Setup Violations | 0 |
| Mapped Cells | 1045 |
| Initial antenna violation count | 0 |
| Commonest flop | dfxtp_1 |
[area by class of cell]
class | instances | share of cell area, %
Multi-Input combinational cell | 792 | 53.7
Sequential cell | 135 | 29.6
Timing Repair Buffer | 60 | 6.16
Tap cell | 341 | 4.67
Clock buffer | 12 | 3.29
Clock inverter | 8 | 1.44
Inverter | 27 | 1.11
[worst register-to-register path, cell delays in order (launching register included)]
cell	delay (ns)
dfxtp_2	0.49
inv_1	0.16
ha_1	0.54
nor2_1	0.20
or3_1	0.41
a21oi_1	0.17
a21oi_1	0.05
nor2_1	0.10
a21oi_1	0.05
nor2_1	0.08
[cell usage in the layout (no fill, tap or decap), types with 3 or more instances in the layout]
cell             instances
mux2i_1                  8
a211oi_1                16
nor3_1                  27
nor2_1                 150
nor4_1                  20
a21oi_1                 65
bufinv_16                3
xor2_1                  41
inv_1                   25
dfxtp_1                133
nand3_1                 41
clkbuf_16               12
nor3b_1                  5
nand4_1                 17
and4_1                   6
o41ai_1                  4
nand2b_1                23
a211o_1                  4
o31ai_1                  5
o2bb2ai_1                3
o22ai_1                  4
a31oi_1                 13
xnor2_1                 40
ha_1                    21
mux4_2                   4
clkdlybuf4s50_1         40
or3_1                   11
nor3_2                   4
o211ai_1                11
and2_1                  17
o21ai_0                 52
a311oi_1                 4
nor2b_1                 21
and3_1                  21
nand2_1                 83
nand3b_1                 4
buf_4                   19
[cells by family (layout without fill, tap and decap cells)]
| family | count (synthesis) | after routing | synth area share (%) |
|---|---|---|---|
| xor gates and xnor gates | 81 | 81 | 8.66 |
| muxes | 12 | 12 | 2.08 |
| AOI/OAI and AO/OA | 211 | 211 | 16.7 |
| DFF | 135 | 135 | 33.0 |
| adders and majority gates | 21 | 21 | 3.21 |
| buffers and inverters | 118 | 107 | 7.04 |
| and+or+nand+nor | 467 | 467 | 29.3 |
[path summary, 6_finish.rpt]
path                            slack (ns)                   endpoint  cells past startpoint
worst min-delay path                  0.35      sine_gen.lu_phase[26]                      0
worst max register to register        0.40  sine_gen.lut_1.amp_out[3]                      9
min in group clk0                     0.50            div128.count[0]                      1
worst max-delay path                  0.40  sine_gen.lut_1.amp_out[3]                      9
worst min register to register        0.35      sine_gen.lu_phase[26]                      0
max in group clk0                     0.64         m00_axis_tdata[31]                      1
[metal layers]
layer | vias to the layer above | wire length [microns] | GRT usage, %
li1 | 3613 | - | -
met2 | 207 | 9070 | 23.7
met5 | - | 0 | 0
met4 | 0 | 385 | 3.39
met3 | 32 | 942 | 1.90
met1 | 3259 | 9400 | 21.0
[power breakdown]
group	switching (mW)	internal, mW
registers	0.355	1.42
clock network	0.566	1.11
logic	1.32	0.928
total	2.25	3.46
[through the flow]
step,area [sq um],worst slack (ns),util [%]
after detailed placement,8710,0.277,32.4
after global routing,9140,0.207,34.0
after global placement,8710,0.282,32.4
after CTS,9140,0.257,34.0
after floorplan,8190,0.360,-
final,9140,0.399,34.0
[what timing repair did]
| action | CTS | global route |
|---|---|---|
| gates resized | 0 | 1 |
| endpoints found under the hold margin | 0 | 0 |
| setup endpoints to repair | 0 | 1 |
No activity file was given, so power comes from the tool's default toggle rates.
