==> design.v <==
module pcd_to_picc 
  (
    input wire sys_clk,  
    input wire clk_in,  
    input wire rst_in,  
    input logic [39:0] data_in,  
    input logic [2:0] num_bytes_in,
    input wire is_short_frame_in,
    input wire trigger_in,
    output logic busy_out,
    output logic signed [31:0] amp_out
  );
  logic [15:0] sine_out;
  logic [1:0] fourth_frame_count;
  logic [39:0] real_data;
  logic [39:0] curr_index;
  logic prev_num;
  logic parity_bit;
  logic [39:0] max_index;
  logic is_short_frame_real;
  enum {IDLE, STARTING, ENDING, SENDING_PARITY, SENDING_1, SENDING_0} state;
  always_ff @(posedge clk_in) begin
    if (rst_in) begin
      amp_out <= 0;
      busy_out <= 0;
      state <= IDLE;
      fourth_frame_count <= 0;
      prev_num <= 0;
      curr_index <= 0;
      parity_bit <= 0;
    end else begin
      case (state)
        IDLE: begin
          busy_out <= 0;
          if (trigger_in) begin
            state <= STARTING;  
            real_data <= data_in;
            max_index <= 8 * num_bytes_in - 1;
            curr_index <= 0;
            prev_num <= 0;
            amp_out <= 0;
            busy_out <= 1;
            parity_bit <= 0;
            fourth_frame_count <= 0;
            is_short_frame_real <= is_short_frame_in;
          end
        end
        STARTING: begin  
          fourth_frame_count <= fourth_frame_count + 1;
          if (fourth_frame_count == 0) begin  
            amp_out <= 0;
          end else begin
            amp_out <= 1;
          end
          if (fourth_frame_count == 3) begin
            if (real_data[curr_index] == 0) begin
              state <= SENDING_0;
            end else begin
              state <= SENDING_1;
            end
          end
        end
        SENDING_1: begin  
          fourth_frame_count <= fourth_frame_count + 1;
          if (fourth_frame_count == 2) begin  
            amp_out <= 0;
          end else begin
            amp_out <= 1;
          end
          if (fourth_frame_count == 3) begin
            fourth_frame_count <= 0;
            prev_num <= 1;
            parity_bit <= parity_bit ^ 1;
            if ((curr_index == 7) | (curr_index == 15) | (curr_index == 23) | (curr_index == 31) | (curr_index == 39)) begin
              state <= SENDING_PARITY;
            end else begin
              curr_index <= curr_index + 1;
              if (real_data[curr_index + 1] == 1) begin
                state <= SENDING_1;
              end else begin 
                state <=  SENDING_0;
              end
            end
          end
        end        
        SENDING_0: begin  
          fourth_frame_count <= fourth_frame_count + 1;
          if (prev_num == 1) begin  
            amp_out <= 1;
          end else begin  
            if (fourth_frame_count == 0) begin
              amp_out <= 0;
            end else begin
              amp_out <= 1;
            end
          end
          if (fourth_frame_count == 3) begin
            fourth_frame_count <= 0;
            prev_num <= 0;
            parity_bit <= parity_bit ^ 0;
            if ((curr_index == 7) & is_short_frame_real) begin
              state <= ENDING;
            end else if ((curr_index == 7) | (curr_index == 15) | (curr_index == 23) | (curr_index == 31) | (curr_index == 39)) begin
              state <= SENDING_PARITY;
            end else begin
              curr_index <= curr_index + 1;
              if (real_data[curr_index + 1] == 1) begin
                state <= SENDING_1;
              end else begin 
                state <=  SENDING_0;
              end
            end
          end
        end
        SENDING_PARITY: begin  
          if (is_short_frame_real) begin
            fourth_frame_count <= fourth_frame_count + 1;
            state <= ENDING;
          end else begin
            fourth_frame_count <= fourth_frame_count + 1;
            if (parity_bit == 1) begin  
              if (fourth_frame_count == 2) begin  
                amp_out <= 0;
              end else begin
                amp_out <= 1;
              end
            end else begin  
              if (prev_num == 1) begin  
                amp_out <= 1;
              end else begin  
                if (fourth_frame_count == 0) begin
                  amp_out <= 0;
                end else begin
                  amp_out <= 1;
                end
              end
            end
            if (fourth_frame_count == 3) begin
              prev_num <= parity_bit;
              if (curr_index == max_index) begin  
                fourth_frame_count <= fourth_frame_count + 1;
                state <= ENDING;
              end else begin  
                curr_index <= curr_index + 1;
                fourth_frame_count <= 0;
                if (real_data[curr_index + 1] == 1) begin
                    state <= SENDING_1;
                end else begin 
                    state <=  SENDING_0;
                end
              end
            end
          end
        end
        ENDING: begin  
          fourth_frame_count <= fourth_frame_count + 1;
          if (fourth_frame_count == 3) begin
            state <= IDLE;
          end
          if (prev_num == 1) begin  
            amp_out <= 1;
          end else begin  
            if (fourth_frame_count == 0) begin
              amp_out <= 0;
            end else begin
              amp_out <= 1;
            end
          end
        end
      endcase
    end
  end
endmodule
==> run.sh <==
#!/bin/bash
# OpenROAD 26Q1-2900-gdf79404cd8, Yosys 0.63+post, stock flow scripts
make -C /OpenROAD-flow-scripts/flow DESIGN_CONFIG=/design/flow/config.mk WORK_HOME=/design/flow/orfs finish
==> config.mk <==
export PLATFORM = sky130hd
export DESIGN_NAME = pcd_to_picc
export DESIGN_NICKNAME = pcd_to_picc
export VERILOG_FILES = /design/flow/design.v
export SDC_FILE = /design/flow/constraint.sdc
export NUM_CORES = 4
export LEC_CHECK = 1
export CORE_UTILIZATION = 30
export SYNTH_HDL_FRONTEND = slang
==> constraint.sdc <==
current_design pcd_to_picc

set clk_period 5.4
set clk_io_pct 0.2

create_clock -name clk0 -period $clk_period [get_ports {clk_in}]

set non_clock_inputs [all_inputs -no_clocks]
set_input_delay [expr $clk_period * $clk_io_pct] -clock clk0 $non_clock_inputs
set_output_delay [expr $clk_period * $clk_io_pct] -clock clk0 [all_outputs]
==> impl_metrics.py <==
# Flow results
metrics = {
    "pwr": {
        "clockPowerShare": 0.399,
        "vdd_drop_max_v": 0.0002061,
        "leakagePower_nw": 2.051,
        "p_int_mw": 1.178,
        "p_comb_frac": 0.083,
        "p_sw_frac": 0.2340,
        "pwr-share-seq": 0.519,
        "p_sw_mw": 0.3600,
        "p_per_area_mw_per_mm2": 247.2,
    },
    "clock_tree": {
        "cts_buffers": 9,
        "ctsHoldBuffers": 0,
        "cts.repair.resized": 0,
        "cts_buffer_depth": 2,
        "cts_tree": "done",
        "clkLatencyLatePin_ns": 0.35,
        "cts_sinks": 97,
        "root_buffer": "clkbuf_16",
        "cts_setup_buffers": 0,
        "htree_levels": 3,
        "cts.clk_slew.worst_paths_ns": 0.07,
    },
    "routing": {
        "drt-wirelength-per-cell_um": 13.96,
        "first_iter_violations": 259,
        "drt_pre_antenna_iters": 5,
        "antennaDiodeCount": 0,
        "num_vias": 4142,
        "drtAntennaViolNets": 0,
        "routed_wl_um": 11230,
        "drc": 0,
        "via_per_inst": 5.152,
    },
    "synth": {
        "synth.avg_cell_area_um2": 9.942,
        "yosys-top-cells-count": "dfxtp_1 (52), edfxtp_1 (45), nand2_1 (39)",
        "area_leaders": "edfxtp_1 (25%), dfxtp_1 (19%), mux4_2 (5.9%)",
        "yosys_warnings": 0,
        "ys_seq_elements": 97,
        "synthArstFlopShare": 0,
        "ys_cells": 540,
        "ff_type": "dfxtp_1",
        "ys_seq_frac": 0.4456,
        "top_cell": "dfxtp_1",
        "synth-edff-count": 45,
        "largest_area_cell": "edfxtp_1",
        "synth-area-yosys_mm2": 0.005369,
        "syn-cell-area_mm2": 0.005369,
        "ys_types": 63,
        "synth_cells": 540,
        "top_area_frac": 0.2517,
    },
    "timing": {
        "maxSlewHeadroom": 0.4230,
        "slew_viol_final": 0,
        "period_used_share": 0.6327,
        "hold_viol_final": 0,
        "setup_violations": 0,
        "clock.fmax_mhz": 292.7,
        "worst_slew_pin_slew_ns": 0.8656,
        "fin_tns_setup_ns": 0,
        "clock_skew_ns": 0.005966,
        "rsz0062_at_grt": "no",
        "fin_crit_ns": 3.417,
    },
    "global_route": {
        "grt_max_degree": 46,
        "grt_overflow": 0,
        "grt_usage": 0.1298,
        "grt_antenna_before_repair": 0,
        "grt_pass1_vias": 3828,
        "grt_pass1_wl_um": 18700,
    },
    "die": {
        "die_area_mm2": 0.01843,
        "fp.dieH_um": 135.8,
        "coreArea_mm2": 0.01736,
        "ios": 81,
        "die_w_um": 135.8,
        "initial_core_util": 0.3093,
        "num_rows": 48,
    },
    "min_path": {
        "hold_class": "register to register",
        "hold-path-cell-count": 2,
    },
    "critical_path": {
        "crit_fanout": 32,
        "worst-r2r-cell-count": 9,
        "crit_path_end_kind": "register",
        "cp_data_arrival_time_ns": 3.70,
        "worstSetupPathType": "register to register",
        "start_kind": "register",
        "required_ns": 5.68,
    },
    "final_layout": {
        "final_cells": 804,
        "drive_gt1_frac": 0.08808,
        "area_delta_synth_final_pct": 15.89,
    },
    "outcome": {
        "status": "completed",
    },
    "placed_design": {
        "gp_congestion": 0.8350,
        "dp.cells": 788,
        "dp_hpwl_um": 7958,
        "port_buffers": 48,
    },
    "flow_run": {
        "tool_warnings": 28,
        "drv_cap": 0,
    },
}
==> path summary, 6_finish.rpt <==
path            startpoint             end  slack, ns
max          curr_index[0]  curr_index[26]       1.98
min               busy_out        busy_out       0.48
max reg2reg  curr_index[0]  curr_index[26]       1.98
min reg2reg       busy_out        busy_out       0.48
==> area by class of cell <==
cell class	instances	area (um^2)
multi-input cells	401	2695
clock inverters	6	57.56
clock buffers	10	229.0
fillers	1654	11130
repair buffers	54	525.5
well taps	225	281.5
flip-flops and latches	97	2392
inverters	11	41.29
==> power by group through the flow <==
stage | registers, mW | logic (mW) | clock network [mW]
after CTS | 0.798 | 0.129 | 0.636
after global routing | 0.800 | 0.140 | 0.664
final | 0.798 | 0.128 | 0.613
==> stage by stage <==
step           setup WS, ns  hold slack (ns)    util  area, um^2  power [mW]
2_1_floorplan         1.565           0.4356       -        5482      0.8999
3_3_place_gp          1.768           0.4625  0.3420        5936      0.9408
3_5_place_dp          1.709           0.4732  0.3420        5936      0.9428
4_1_cts               2.020           0.4826  0.3585        6222       1.563
5_1_grt               1.617           0.5172  0.3585        6222       1.603
6_report              1.983           0.4824  0.3585        6222       1.538
==> critical path, cell delays in order (launching register included) <==
cell and delay, ns:
dfxtp_1 0.31, buf_4 0.31, ha_1 0.33, and2_1 0.27, nand3_1 0.16, nor3_1 0.33, a32o_1 0.49, a21o_1 0.76
o21ai_0 0.21, a21oi_1 0.16
==> flip-flops by register name, indices dropped and copies added (netlist names) <==
| signal | flops |
|---|---|
| amp_out | 1 |
| prev_num | 1 |
| curr_index | 40 |
| parity_bit | 1 |
| state | 6 |
| real_data | 40 |
| busy_out | 1 |
| max_index | 4 |
| is_short_frame_real | 1 |
| fourth_frame_count | 2 |
==> kinds of logic (layout without fill, tap and decap cells) <==
group / after synthesis / in the layout / share of synthesized area
other cells: 1 / 31 / 0.0006985
mux: 35 / 35 / 0.09834
xor+xnor: 15 / 15 / 0.02587
simple gates: 208 / 208 / 0.2158
buf+inv: 72 / 81 / 0.07481
compound gates: 107 / 107 / 0.1272
fa+ha+maj: 5 / 5 / 0.01165
flops: 97 / 97 / 0.4456
==> routing by layer <==
metal	wire length [um]	up-vias	share of wire	track usage
li1	-	2049	-	-
met1	5031	1972	0.45	0.1878
met2	5501	116	0.49	0.2112
met3	623	5	0.055	0.02940
met4	71	0	0.0063	0.01311
met5	0	-	0	0
==> placed cells by master, fill, tap and decap left out, types with 16 or more instances in the layout <==
master and count:
a21oi_1 34, clkdlybuf4s50_1 48, conb_1 31, dfxtp_1 52, edfxtp_1 45, mux2i_1 19
nand2_1 39, nand3_1 24, nor2_1 30, o21ai_0 23, or3_1 16
Power and IR drop assume default switching activity.
