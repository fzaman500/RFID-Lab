===== design/flow/run.sh =====
#!/bin/bash
# OpenROAD 26Q1-2900-gdf79404cd8, Yosys 0.63+post, stock flow scripts
make -C /OpenROAD-flow-scripts/flow DESIGN_CONFIG=/design/flow/config.mk WORK_HOME=/design/flow/orfs finish

===== design/flow/config.mk =====
export PLATFORM = sky130hd
export DESIGN_NAME = rfid
export DESIGN_NICKNAME = rfid
export VERILOG_FILES = /design/flow/design.v
export SDC_FILE = /design/flow/constraint.sdc
export NUM_CORES = 4
export LEC_CHECK = 1
export CORE_UTILIZATION = 40
export SYNTH_HDL_FRONTEND = slang

===== design/flow/constraint.sdc =====
current_design rfid

set clk_period 4.9
set clk_io_pct 0.2

create_clock -name clk0 -period $clk_period [get_ports {clk_in}]
create_clock -name clk1 -period $clk_period [get_ports {clk_in_picc}]

set non_clock_inputs [all_inputs -no_clocks]
set_input_delay [expr $clk_period * $clk_io_pct] -clock clk0 $non_clock_inputs
set_output_delay [expr $clk_period * $clk_io_pct] -clock clk0 [all_outputs]

===== design/flow/design.v =====
module picc_to_pcd 
  (
    input wire sys_clk,  
    input wire clk_in,  
    input wire rst_in,  
    input logic [39:0] data_in,  
    input logic [2:0] num_bytes_in,
    input wire trigger_in,
    output logic busy_out,
    output logic done_out,
    output logic signed [31:0] amp_out
  );
  logic [15:0] sine_out;
  logic [1:0] fourth_frame_count;
  logic [39:0] real_data;
  logic [39:0] curr_index;
  logic prev_num;
  logic parity_bit;
  logic [39:0] max_index;
  enum {IDLE, STARTING, ENDING, SENDING_PARITY, SENDING_1, SENDING_0} state;
  always_ff @(posedge clk_in) begin
    if (rst_in) begin
      amp_out <= 0;
      busy_out <= 0;
      state <= IDLE;
      fourth_frame_count <= 0;
      prev_num <= 0;
      curr_index <= 0;
      parity_bit <= 0;
      done_out <= 0;
    end else begin
      case (state)
        IDLE: begin
          busy_out <= 0;
          done_out <= 0;
          if (trigger_in) begin
            state <= STARTING;  
            real_data <= data_in;
            max_index <= 8 * num_bytes_in - 1;
            curr_index <= 0;
            prev_num <= 0;
            amp_out <= 0;
            busy_out <= 1;
            parity_bit <= 0;
            fourth_frame_count <= 0;
          end
        end
        STARTING: begin  
          fourth_frame_count <= fourth_frame_count + 1;
          prev_num <= 1;
          if (fourth_frame_count == 3) begin
            if (real_data[curr_index] == 0) begin
              state <= SENDING_0;
            end else begin
              state <= SENDING_1;
            end
          end
          if (fourth_frame_count == 2) begin  
            amp_out <= 0;
          end else begin
            amp_out <= 1;
          end
        end
        SENDING_1: begin  
          fourth_frame_count <= fourth_frame_count + 1;
          if (fourth_frame_count == 2) begin  
            amp_out <= 0;
          end else begin
            amp_out <= 1;
          end
          if (fourth_frame_count == 3) begin
            fourth_frame_count <= 0;
            prev_num <= 1;
            parity_bit <= parity_bit ^ 1;
            if ((curr_index == 7) | (curr_index == 15) | (curr_index == 23) | (curr_index == 31) | (curr_index == 39)) begin
              state <= SENDING_PARITY;
            end else begin
              curr_index <= curr_index + 1;
              if (real_data[curr_index + 1] == 1) begin
                state <= SENDING_1;
              end else begin 
                state <=  SENDING_0;
              end
            end
          end
        end        
        SENDING_0: begin  
          fourth_frame_count <= fourth_frame_count + 1;
          if (prev_num == 1) begin  
            amp_out <= 1;
          end else begin  
            if (fourth_frame_count == 0) begin
              amp_out <= 0;
            end else begin
              amp_out <= 1;
            end
          end
          if (fourth_frame_count == 3) begin
            fourth_frame_count <= 0;
            prev_num <= 0;
            parity_bit <= parity_bit ^ 0;
            if ((curr_index == 7) | (curr_index == 15) | (curr_index == 23) | (curr_index == 31) | (curr_index == 39)) begin
              state <= SENDING_PARITY;
            end else begin
              curr_index <= curr_index + 1;
              if (real_data[curr_index + 1] == 1) begin
                state <= SENDING_1;
              end else begin 
                state <=  SENDING_0;
              end
            end
          end
        end
        SENDING_PARITY: begin  
          fourth_frame_count <= fourth_frame_count + 1;
          if (parity_bit == 1) begin  
            if (fourth_frame_count == 2) begin  
              amp_out <= 0;
            end else begin
              amp_out <= 1;
            end
          end else begin  
            if (prev_num == 1) begin  
              amp_out <= 1;
            end else begin  
              if (fourth_frame_count == 0) begin
                amp_out <= 0;
              end else begin
                amp_out <= 1;
              end
            end
          end
          if (fourth_frame_count == 3) begin
            prev_num <= parity_bit;
            if (curr_index == max_index) begin  
              fourth_frame_count <= fourth_frame_count + 1;
              state <= ENDING;
              done_out <= 1;
            end else begin  
              curr_index <= curr_index + 1;
              fourth_frame_count <= 0;
              if (real_data[curr_index + 1] == 1) begin
                  state <= SENDING_1;
              end else begin 
                  state <=  SENDING_0;
              end
            end
          end
        end
        ENDING: begin  
          state <= IDLE;
          busy_out <= 0; 
          done_out <= 0;
        end
      endcase
    end
  end
endmodule
module rfid 
  (
    input wire clk_in,  
    input wire clk_in_picc,  
    input wire rst_in,  
    input wire btn_in,
    output logic signed [31:0] amp_out
  );
  logic [39:0] picc_data_in;
  logic [2:0] picc_num_bytes_in;
  logic picc_trigger_in;
  logic picc_busy_out;
  logic picc_amp_out;
  logic [15:0] sine_out;
  assign amp_out = $signed($signed(picc_amp_out) * sine_out);  
  picc_to_pcd picc
    (
      .sys_clk(clk_in),
      .clk_in(clk_in_picc),
      .rst_in(rst_in),
      .data_in(picc_data_in),
      .num_bytes_in(picc_num_bytes_in),
      .trigger_in(picc_trigger_in),
      .busy_out(picc_busy_out),
      .amp_out(picc_amp_out)
    );
  sine_generator sine_gen
    (
      .clk_in(clk_in),
      .rst_in(rst_in),
      .step_in(1),
      .amp_out(sine_out)
    );
  always_ff @(posedge clk_in) begin
    if (rst_in) begin
      picc_trigger_in <= 0;
    end else begin
      if (btn_in) begin
        picc_data_in <= 32'h24_90_67_35;
        picc_num_bytes_in <= 4;
        picc_trigger_in <= 1;
      end else begin
        picc_trigger_in <= 0;
      end
    end
  end
endmodule
`default_nettype none  
module sine_generator #
(
  parameter integer STEP_FREQ = 147_465_000,  
  parameter integer FREQUENCY = 13_560_000,  
  parameter integer PHASE = 90  
)
(
  input wire clk_in,
  input wire rst_in,  
  input wire step_in,  
  output logic signed [15:0] amp_out);  
  localparam CLKS_PER_CYCLE = STEP_FREQ/FREQUENCY;  
  localparam PHASE_INCR = int'(64'hFFFF_FFFF*FREQUENCY/STEP_FREQ);
  localparam PHASE_OFFSET = int'(1.0*PHASE/360*32'hFFFF_FFFF);
  logic [31:0] phase;
  logic [31:0] lu_phase;
  logic [15:0] amp;
  logic [15:0] amp_pre;
  assign amp_pre = ({~amp[15],amp[14:0]});  
  assign amp_out = amp_pre;  
  sine_lut lut_1(.clk_in(clk_in), .rst_in(rst_in), .phase_in(lu_phase[31:26]), .amp_out(amp));
  always_ff @(posedge clk_in)begin
    lu_phase <= phase + PHASE_OFFSET;
    if (rst_in)begin
      phase <= 32'b0;
    end else if (step_in)begin
      phase <= phase+PHASE_INCR;
    end
  end
endmodule
module sine_lut(input wire [5:0] phase_in, input wire clk_in, input wire rst_in, output logic[15:0] amp_out);
  always_ff @(posedge clk_in)begin
    if (rst_in)begin
      amp_out <= 0;
    end else begin
      case(phase_in)
       6'd0: amp_out<=32768;
       6'd1: amp_out<=35979;
       6'd2: amp_out<=39160;
       6'd3: amp_out<=42279;
       6'd4: amp_out<=45307;
       6'd5: amp_out<=48214;
       6'd6: amp_out<=50972;
       6'd7: amp_out<=53555;
       6'd8: amp_out<=55938;
       6'd9: amp_out<=58097;
       6'd10: amp_out<=60013;
       6'd11: amp_out<=61666;
       6'd12: amp_out<=63041;
       6'd13: amp_out<=64124;
       6'd14: amp_out<=64905;
       6'd15: amp_out<=65377;
       6'd16: amp_out<=65535;
       6'd17: amp_out<=65377;
       6'd18: amp_out<=64905;
       6'd19: amp_out<=64124;
       6'd20: amp_out<=63041;
       6'd21: amp_out<=61666;
       6'd22: amp_out<=60013;
       6'd23: amp_out<=58097;
       6'd24: amp_out<=55938;
       6'd25: amp_out<=53555;
       6'd26: amp_out<=50972;
       6'd27: amp_out<=48214;
       6'd28: amp_out<=45307;
       6'd29: amp_out<=42279;
       6'd30: amp_out<=39160;
       6'd31: amp_out<=35979;
       6'd32: amp_out<=32768;
       6'd33: amp_out<=29556;
       6'd34: amp_out<=26375;
       6'd35: amp_out<=23256;
       6'd36: amp_out<=20228;
       6'd37: amp_out<=17321;
       6'd38: amp_out<=14563;
       6'd39: amp_out<=11980;
       6'd40: amp_out<=9597;
       6'd41: amp_out<=7438;
       6'd42: amp_out<=5522;
       6'd43: amp_out<=3869;
       6'd44: amp_out<=2494;
       6'd45: amp_out<=1411;
       6'd46: amp_out<=630;
       6'd47: amp_out<=158;
       6'd48: amp_out<=0;
       6'd49: amp_out<=158;
       6'd50: amp_out<=630;
       6'd51: amp_out<=1411;
       6'd52: amp_out<=2494;
       6'd53: amp_out<=3869;
       6'd54: amp_out<=5522;
       6'd55: amp_out<=7438;
       6'd56: amp_out<=9597;
       6'd57: amp_out<=11980;
       6'd58: amp_out<=14563;
       6'd59: amp_out<=17321;
       6'd60: amp_out<=20228;
       6'd61: amp_out<=23256;
       6'd62: amp_out<=26375;
       6'd63: amp_out<=29556;
     endcase
   end
  end
endmodule
`default_nettype wire

==> ds_physical_params.txt <==
Physical implementation characteristics

Parameter                              Value

Status
  Outcome .................. finished clean

Setup path
  Slowest stage delay, CP .................. 570 ps
  Number of cells on the worst reg-to-reg path .................. 11
  Worst Setup Path Type .................. reg2reg
  Critical-path maximum fanout .................. 11
  Count of cell instances traversed by the critical path .................. 11
  Endpoint arrival time on the critical path .................. 3550 ps
  Crit-path most repeated cell .................. sky130_fd_sc_hd__a31oi_1
  Buffers and inverters on the worst path .................. 1
  Type of origin of the critical path .................. register
  Required arrival time at the worst endpoint .................. 5070 ps
  Worst reg2reg startpoint .................. picc.state[5]
  Slowest stage cell, crit path .................. sky130_fd_sc_hd__or3_1
  Critical path's top delay family .................. simple AND/OR/NAND/NOR gates
  Reg-to-reg slack, setup .................. 1520 ps
  Endpoint type of the worst setup path .................. register
  Ordered list of cells on the worst path .................. or3_1 > a21oi_2 > o21ai_2 > nor2_2 > a31oi_1 > nor2_1 > inv_1 > ha_1 > or3b_2 > a31oi_1 > a221oi_2

STA
  RSZ-0062 raised after global routing .................. false
  Measured slew at the worst slew-check pin .................. 820.6 ps
  Sum Neg Setup Slack .................. 0 ps
  Clock skew .................. 6.621 ps
  Worst relative slew slack .................. 44.87%
  Slack of the critical path .................. 1521 ps
  Final slew viol count .................. 0
  Number of hold violations in the final report .................. 0
  Finish-stage setup viols .................. 0

GRT
  Pin count of the biggest net entering global routing .................. 68
  Combined global-route utilization of all metal layers .................. 18.57%
  Global-route congestion overflow total .................. 0
  Vias in the first global route .................. 4959
  Antenna violations before repair .................. 0
  Global-route wire length before repair .................. 24560 um

Placement
  Place WS .................. 1581 ps
  DP HPWL .................. 10190 um
  Final Wtd Congestion .................. 0.9169
  Placement Cell Area .................. 6842 sq um
  Number of buffer cells added on primary ports .................. 34
  Dpl cells .................. 1041

Finish
  Layout cell share with drive strength beyond 1 .................. 6.064%
  Final instance area .................. 7167 sq um
  Area Overhead vs Synth .................. 10.13%
  Post-layout util .................. 45.12%
  Final Non-Filler Cells .................. 1057

Routing
  Ant. Diodes .................. 0
  Violation count after the first detailed-route iteration .................. 395
  Pre-Repair DR Iteration Count .................. 5
  Average vias per placed instance .................. 5.337
  Number of nets with antenna violations after detailed routing .................. 0
  DRC violation count after routing .................. 0
  Wire length reported by the detailed router .................. 14900 um
  Total vias in the final route .................. 5641
  Post-detailed-route wirelength per cell .................. 14.09 um

Hold path
  Hold_sp .................. sine_gen.phase[26]
  Count of cells along the worst hold path .................. 0
  Capture endpoint of the worst hold path .................. sine_gen.lu_phase[26]
  Class of the tightest hold or removal check .................. reg2reg

Synth
  Synthesized cell area .................. 6507 sq um
  Most common flop cell mapped by yosys .................. sky130_fd_sc_hd__dfxtp_1
  Count of library flops with an enable pin .................. 0
  Chip area in the Yosys report .................. 6507 sq um
  Ys flops .................. 107
  Sequential area share after synthesis .................. 32.92%
  Total number of yosys warnings .................. 0
  Async set-reset flop share out of synthesis .................. 0%
  Unique cell types .................. 73
  Syn_area_per_cell .................. 7.665 sq um
  Number of cell instances after yosys synthesis .................. 849
  Post-synthesis instance total .................. 849

Power and ir drop
  Power density cells .................. 424.8 nW/um^2
  Leakage component of the power .................. 2.570 nW
  Peak supply drop .................. 0.2824 mV

Die
  Die ar. .................. 16780 sq um
  DIE WIDTH .................. 129.6 um
  Init Core Util .................. 40.97%
  Vert. Die Dim .................. 129.6 um
  Number of rows created at floorplan .................. 46
  Ports placed on the boundary .................. 36
  Core Region .................. 15890 sq um

CTS
  # clock sinks .................. 107
  CTS tree .................. done
  Worst-path clk slew .................. 70 ps
  Number of gates resized after CTS .................. 0
  Post-cts hold buffer count .................. 0
  Number of setup buffers added after CTS .................. 0

Flow run
  Count of max-cap constraint violations .................. 0
  OpenROAD warnings .................. 39
## synth_stat cells (all sizes together) (10+ instances only)
master | number | share of area, %
nor2 | 132 | 7.7
dfxtp | 107 | 33
a21oi | 67 | 5.2
o21ai | 66 | 5.1
nand2 | 64 | 3.7
clkbuf | 38 | 2.2
xor2 | 36 | 4.8
inv | 29 | 1.7
buf | 28 | 3.0
xnor2 | 26 | 3.5
and2 | 24 | 2.3
nand3 | 21 | 1.6
nor3 | 20 | 1.6
ha | 19 | 3.7
a211oi | 15 | 1.7
nand4 | 13 | 1.5
nor4 | 13 | 1.3
or3 | 13 | 1.3
and3 | 10 | 0.98
o211ai | 10 | 1.2
## per-layer routing
layer / GRT usage (%) / share of wire [%] / wire, um / vias to the layer above
met5: 0 / 0 / 0 / -
li1: - / - / - / 2941
met2: 28.62 / 45 / 6688 / 118
met3: 1.724 / 4.2 / 620 / 21
met4: 3.762 / 1.9 / 284 / 0
met1: 28.95 / 49 / 7301 / 2561
## power by group
| part | total (mW) | internal (mW) | switching (mW) |
|---|---|---|---|
| sequential | 1.09 | 0.986 | 0.108 |
| combinational | 1.18 | 0.463 | 0.722 |
| clock | 0.767 | 0.448 | 0.318 |
## cell usage in the layout, fill, tap and decap left out, drive strengths merged, types with 9 or more instances in the layout
cell type and count:
a211oi 15, clkbuf 11, clkdlybuf4s50 33, a21oi 67, nor3 20, xor2 36, nor4 13, nand3 21
and2 24, buf 9, xnor2 26, and3 10, o211ai 10, o21ai 66, dfxtp 107, ha 19
nand2 64, nor2 132, or3 13, nand4 13, inv 31
## registers in the layout, summed over array words and instances, names as in the netlist, 2 cells and up, named ones only
name / flops
picc.curr_index: 40
sine_gen.lut_1.amp_out: 16
sine_gen.phase: 32
sine_gen.lu_phase: 6
picc.fourth_frame_count: 2
picc.state: 6
## how the worst max path moves through the flow
stage                         startpoint       end  slack (ps)
after CTS             picc.curr_index[0]  register        1550
after global routing  picc.curr_index[0]  register        1230
final                      picc.state[5]  register        1520
## cell families after synthesis
logic type,count (synthesis),synth area share [%]
xor+xnor,62,8.345
fa+ha+maj,19,3.653
buf+inv,95,6.845
mux,13,2.615
simple gates,340,25.38
compound gates,213,20.25
flops,107,32.92
## per-stage QoR
step           power (mW)  hold slack (ps)
3_5_place_dp        2.286            373.5
4_1_cts             3.068            385.1
5_1_grt             3.276            394.2
3_3_place_gp        2.300            373.6
6_report            3.045            380.7
2_1_floorplan       2.032            363.2
## area by class of cell
class                      instances  area, sq um
inverter                          29        108.9
timing repair buffer              42        395.4
fill                            1621         8718
clock buffer                      11        264.0
multi-input combinational        647         3924
sequential                       107         2143
clock inverter                     5        61.31
tap                              216        270.3
Power and IR drop assume default switching activity.
